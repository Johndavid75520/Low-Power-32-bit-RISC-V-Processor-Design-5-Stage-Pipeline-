==> design.v <==
`timescale 1ns/1ps
module hazard_unit(
    input  wire [4:0] id_rs1,
    input  wire [4:0] id_rs2,
    input  wire [4:0] ex_rd,
    input  wire       ex_mem_read,
    output reg        pc_write,
    output reg        if_id_write,
    output reg        control_stall
);
    always @(*) begin
        if (ex_mem_read && ((ex_rd != 0) && ((ex_rd == id_rs1) || (ex_rd == id_rs2)))) begin
            pc_write = 0;
            if_id_write = 0;
            control_stall = 1;
        end else begin
            pc_write = 1;
            if_id_write = 1;
            control_stall = 0;
        end
    end
endmodule
==> run.sh <==
#!/bin/bash
# OpenROAD 26Q1-2900-gdf79404cd8, Yosys 0.63+post, stock flow scripts
make -C /OpenROAD-flow-scripts/flow DESIGN_CONFIG=/design/flow/config.mk WORK_HOME=/design/flow/orfs finish
==> config.mk <==
export PLATFORM = sky130hd
export DESIGN_NAME = hazard_unit
export DESIGN_NICKNAME = hazard_unit
export VERILOG_FILES = /design/flow/design.v
export SDC_FILE = /design/flow/constraint.sdc
export NUM_CORES = 4
export LEC_CHECK = 1
export CORE_AREA = 10 10 70 70
export DIE_AREA = 0 0 80 80
==> constraint.sdc <==
current_design hazard_unit

set clk_period 2.9
set clk_io_pct 0.2

create_clock -name clk0 -period $clk_period

set non_clock_inputs [all_inputs -no_clocks]
set_input_delay [expr $clk_period * $clk_io_pct] -clock clk0 $non_clock_inputs
set_output_delay [expr $clk_period * $clk_io_pct] -clock clk0 [all_outputs]
==> flow_metrics.py <==
# Metrics from the implementation run
metrics = {
    "synthesis": {
        "ys_cells": 19,
        "synth_cells": 19,
        "yosys_warnings": 1,
        "yosysMostFrequentCell": "xnor2_1",
        "ys_chip_area_sq_um": 148,
        "synthTopCellsByArea": "xnor2_1 (59%), or4_4 (7.6%), nand3_1 (6.8%)",
        "synth_cell_types": 8,
        "synth_area_per_cell_sq_um": 7.77,
        "netlist.area_leader.share_pct": 59.3,
        "top_area_cell": "xnor2_1",
        "ys_top_cells_by_count": "xnor2_1 (10), nand2_1 (2), nand3_1 (2)",
        "ys_seq_share_pct": 0,
        "syn_area_sq_um": 148,
    },
    "setup_path": {
        "critPathMaxFanout": 2,
        "crit_type": "in2out",
        "worst_setup_path_start_kind": "input pin",
        "worstPathCellList": "clkdlybuf4s50_1 > buf_6 > xnor2_2 > nand3_1 > o22ai_2 > o211a_1 > clkdlybuf4s50_1",
        "end_kind": "output port",
        "cpMostUsedCell": "clkdlybuf4s50_1",
        "critPathArrivalTime_ps": 2230,
        "slowest_delay_ps": 500,
        "cp_slowest_cell": "clkdlybuf4s50_1",
        "critPathRequiredTime_ps": 2320,
    },
    "floorplan": {
        "ios": 19,
        "dieArea_sq_um": 6400,
        "std_cell_rows": 21,
        "die_h_um": 80,
        "die_x_um": 80,
        "coreArea_sq_um": 3420,
        "fp_util_pct": 4.32,
    },
    "layout": {
        "flop_area_sq_um": 0,
        "fill_cells": 401,
        "seq_cell_count": 0,
        "clkbuf_count": 0,
        "layout-drive-gt1-share_pct": 20.5,
        "area_growth_pct": 207,
        "fin_cells": 85,
        "postLayoutCoreUtil_pct": 13.3,
    },
    "drt": {
        "drc": 0,
        "wire_per_inst_um": 8.56,
        "insertedDiodeCount": 0,
        "vias": 202,
        "drtIter0Drc": 2,
        "antenna_left": 0,
        "dr.pass1.iters": 2,
        "routed_wl_um": 728,
        "vias_per_cell": 2.38,
    },
    "global_routing": {
        "antenna_found_initial": 0,
        "first_global_vias": 239,
        "grt_usage_pct": 2.17,
        "grt_overflow": 0,
        "grt_max_degree": 5,
        "grt_pass1_wl_mm": 1.10,
    },
    "timing": {
        "worst_pin_slew_ps": 271,
        "fmax_mhz": 356,
        "relSlewSlack_pct": 81.9,
        "final_hold_viol_count": 0,
        "period_needed_ps": 2810,
        "finalMaxSlewViolations": 0,
        "hold_ws_ps": 1660,
        "finalClockPeriodUsage_pct": 96.9,
        "setup_violations": 0,
    },
    "place": {
        "dp_cells": 85,
        "place_congestion": 0.700,
        "io_buffers": 19,
    },
    "pwr": {
        "vdd_ir_drop_max_uv": 43.4,
        "power_density_nw_per_um2": 123,
        "p_leak_nw": 0.169,
    },
    "clocking": {
        "ctsHoldBuffers": 0,
    },
    "min_path": {
        "hp-class": "in2out",
    },
    "run": {
        "maxCapViolations": 0,
        "warnings": 32,
    },
    "status": {
        "outcome": "finished, final reports clean",
    },
}
==> per-stage QoR <==
stage	setup TNS, ps	cell area, sq um	worst slack [ps]	total power [W]
detailed placement	-25.9	403	-25.9	0.0000501
finish	0	453	89.1	0.0000558
CTS	0	409	12.6	0.0000517
floorplan	0	148	953	0.0000170
global route	-3.36	453	-3.36	0.0000608
global placement	-42.4	403	-42.4	0.0000499
==> layout make-up <==
class | count | area [sq um] | share of cell area, %
repair buffers | 21 | 219 | 48.3
well taps | 46 | 57.6 | 12.7
multi-input cells | 18 | 176 | 39.0
==> critical path, delay by kind of cell <==
| family | cells | cell delay [ps] |
|---|---|---|
| buffers and inverters | 3 | 1080 |
| xor gates and xnor gates | 1 | 100 |
| AOI/OAI and AO/OA | 2 | 370 |
| and+or+nand+nor | 1 | 100 |
==> cell usage in the layout, fill, tap and decap left out, drive strengths merged <==
cell,Yosys,routed
xnor2,10,10
o22ai,1,1
or4,1,1
nand3,2,2
o211ai,1,1
nand2,2,2
dlymetal6s2s,0,4
clkdlybuf4s50,0,15
buf,1,2
o211a,1,1
==> report_power, final <==
group / total [W] / switching [W] / internal (W)
combinational: 0.0000558 / 0.0000177 / 0.0000381
clock: 0 / 0 / 0
sequential: 0 / 0 / 0
total: 0.0000558 / 0.0000177 / 0.0000381
==> timing repair <==
action	in CTS	in global routing
resized	1	9
setup buffers	0	0
endpoints found under the setup margin	1	3
pin swaps	0	5
==> metal layers <==
metal	GRT usage [%]	routed length, um	share of wire [%]	vias up
met5	0	0	0	-
met4	0	0	0	0
met3	1.36	160	22	0
met2	2.49	171	23	18
met1	3.36	396	54	78
li1	-	-	-	106
==> final timing paths <==
path / cells after the start / from / slack (ps) / endpoint
worst max-delay path: 7 / ex_rd[4] / 90 / control_stall
worst min-delay path: 3 / ex_rd[0] / 1660 / if_id_write
==> cells by family (layout without fill, tap and decap cells) <==
logic type | after synthesis | count (layout) | synth area share (%)
XOR/XNOR | 10 | 10 | 59.3
AND/OR/NAND/NOR | 5 | 5 | 19.5
AND-OR/OR-AND | 3 | 3 | 16.1
buffers and inverters | 1 | 21 | 5.09
Power and IR drop assume default switching activity.
