--- /design/flow/design.v ---
`timescale 1ns/1ps
module forwarding_unit(
    input  wire [4:0] ex_rs1,
    input  wire [4:0] ex_rs2,
    input  wire [4:0] mem_rd,
    input  wire [4:0] wb_rd,
    input  wire       mem_reg_write,
    input  wire       wb_reg_write,
    output reg  [1:0] forwardA,
    output reg  [1:0] forwardB
);
    always @(*) begin
        forwardA = 2'b00;
        forwardB = 2'b00;
        if (mem_reg_write && (mem_rd != 0) && (mem_rd == ex_rs1)) forwardA = 2'b10;
        if (mem_reg_write && (mem_rd != 0) && (mem_rd == ex_rs2)) forwardB = 2'b10;
        if (wb_reg_write && (wb_rd != 0) && (wb_rd == ex_rs1) && !(mem_reg_write && (mem_rd != 0) && (mem_rd == ex_rs1))) forwardA = 2'b01;
        if (wb_reg_write && (wb_rd != 0) && (wb_rd == ex_rs2) && !(mem_reg_write && (mem_rd != 0) && (mem_rd == ex_rs2))) forwardB = 2'b01;
    end
endmodule
--- /design/flow/run.sh ---
#!/bin/bash
# OpenROAD 26Q1-2900-gdf79404cd8, Yosys 0.63+post, stock flow scripts
make -C /OpenROAD-flow-scripts/flow DESIGN_CONFIG=/design/flow/config.mk WORK_HOME=/design/flow/orfs finish
--- /design/flow/config.mk ---
export PLATFORM = sky130hd
export DESIGN_NAME = forwarding_unit
export DESIGN_NICKNAME = forwarding_unit
export VERILOG_FILES = /design/flow/design.v
export SDC_FILE = /design/flow/constraint.sdc
export NUM_CORES = 4
export LEC_CHECK = 1
export CORE_AREA = 10 10 70 70
export DIE_AREA = 0 0 80 80
--- /design/flow/constraint.sdc ---
current_design forwarding_unit

set clk_period 3.0
set clk_io_pct 0.2

create_clock -name clk0 -period $clk_period

set non_clock_inputs [all_inputs -no_clocks]
set_input_delay [expr $clk_period * $clk_io_pct] -clock clk0 $non_clock_inputs
set_output_delay [expr $clk_period * $clk_io_pct] -clock clk0 [all_outputs]
==> run summary <==
Summary of implementation figures.

Synth
The chip area in the Yosys report is 270 um2. The portion of the post-synthesis area used by sequential elements is 0. The Yosys warning count is 1. The gate count after technology mapping is 34.

In the Yosys report the total cell count is 34. For reference, the post-synthesis area per instance comes to 7.95 um2. The post-synthesis instance area is 270 um2. The distinct cell type count after synthesis is 10.

Global routing
The global-route wire length before repair is 2070 um. The initial antenna violation count is 0. Recorded from the global router log, the overflow total was 0.

Summed over all routing layers, the global router reports a total usage of 0.0399. The number of global-route vias before repair was 412. The maximum number of pins on one net before global-route repair is 4.

Drt
The wire length per cell after detailed routing is 12.0 um. The number of iterations in the first detailed-routing pass is 4. The detailed router reports a met3 wire length of 250 um. The via density per instance is 3.35. The diode insertion count for antenna repair is 0. The detailed router finished its first iteration with 11 violations.

Per the detailed-route log, wirelength across all metal layers totals 1390 um. The detailed route wirelength on metal2 is 405 um. Summing over every cut layer, the via total after detailed routing is 389. The highest metal layer used by the detailed router is met3. Once detail routing completed, the nets flagged for antenna violations numbered 0. The routed length on met1 is 733 um.

The script parses the final routing iteration and logs DRC violations as 0.

Placement
After detailed placement, the total cell area comes to 648 um2. Per the placement report, the placed cell count is 114. The final weighted congestion recorded by global placement is 0.782. The total of buffers placed on input and output ports is 26. According to the dpl log, the detail-placed design has an HPWL of 1220 um.

Layout
Excluding fillers, the count of instances in the completed layout stands at 116. The total non-filler cell area in the finished layout is 747 um2. In the final layout, flip-flops and latches occupy 0 um2.

The sequential cell count of the final layout is 0. The synthesis-to-layout area growth is 176%. The number of clock buffer instances in the layout is 0.

The fraction of layout cells with a size suffix above 1 is 0.300.

Pwr
The peak supply drop is 50.4 uV. The design draws 0.0930 mW. The standby leakage power is 0.298 nW. Dividing total power by cell area gives a power density of 125 nW/um2.

Setup path
The buffer-and-inverter tally for the worst setup path is 3. For reference, the critical path cell chain is clkdlybuf4s50_1 > xnor2_2 > nand3_2 > nor4_4 > buf_4 > clkdlybuf4s50_1. Among the stages of the critical path, the cell type that occurs most often is clkdlybuf4s50_1. The highest fanout seen on the critical path is 2.

The critical path in this run is classified as in2out. The data arrival time at the worst-slack endpoint is 2.31 ns. The cell with the largest stage delay on the worst path is clkdlybuf4s50_1. The gate family responsible for the most delay along the worst path is buffers and inverters.

The kind of start point of the critical path is an input pin. The delay of the slowest cell on the worst path is 0.55 ns. The data required time reported for the critical path is 2.40 ns. STA classifies the critical path endpoint as an output pin.

Job
The reported max-cap violation count is 0. The total tool warning count is 32.

Worst hold path
For the worst min-delay path, the startpoint reported by OpenROAD is wb_reg_write. The endpoint with the worst hold slack is forwardB[0]. STA reports the tightest min-delay check as being of type in2out. The number of cells traversed by the worst hold path is 4.

Timing
The max-slew violation count is 0. Per the final timing report, the hold violations number 0. The slew check shows that the tightest pin keeps a relative margin of 0.839. The smallest clock period supported by the final layout is computed as 2.91 ns. The pin closest to its max-slew limit shows a slew of 0.241 ns. The final-report setup violation count is 0.

Post-route period utilization is reported as 0.971. Setup repair after global routing left no endpoint under its margin. The flow reports an fmax of 343 MHz.

Run status
The run finished with clean final reports.

Die
The height of the die is 80 um. The number of top-level pins is 26. The die is 80 um wide. According to the floorplan report, the total die area is 6400 um2.

The initial core utilization is 0.0791. The standard-cell row count is 21. The total area inside the core boundary comes to 3420 um2.
synth_stat cells:
cell | count | area, um2
nor2_1 | 1 | 3.75
o21ai_2 | 1 | 8.76
nand2_1 | 2 | 7.51
nor4_1 | 2 | 12.5
nand3_1 | 2 | 10.0
xnor2_1 | 16 | 140
nor4_2 | 2 | 25.0
or4_1 | 2 | 15.0
nand4_1 | 2 | 12.5
xor2_1 | 4 | 35.0
cell families after synthesis:
| logic type | count (synthesis) | synth area share |
|---|---|---|
| AOI/OAI and AO/OA | 1 | 0.0324 |
| xor gates and xnor gates | 20 | 0.648 |
| and+or+nand+nor | 13 | 0.319 |
per-stage QoR:
stage | hold WS (ns) | utilization | setup TNS (ns) | setup slack, ns
final | 2.03 | 0.219 | 0 | 0.0876
after CTS | 2.03 | 0.193 | 0 | 0.0269
after detailed placement | 2.19 | 0.190 | -0.556 | -0.205
after floorplan | 1.29 | - | 0 | 0.867
after global placement | 2.21 | 0.190 | -0.410 | -0.189
after global routing | 2.08 | 0.219 | 0 | 0.0134
how the worst max path moves through the flow:
stage / slack [ns] / from / cells past startpoint / endpoint
4_1_cts: 0.03 / mem_rd[1] / 6 / forwardA[1]
5_1_grt: 0.01 / ex_rs1[0] / 6 / forwardA[1]
6_report: 0.09 / ex_rs1[4] / 6 / forwardA[1]
metal layers:
metal / vias up / global-route usage
met4: 0 / 0
met5: - / 0
met2: 25 / 0.0385
li1: 193 / -
met1: 171 / 0.0679
met3: 0 / 0.0250
cell usage in the layout, fill, tap and decap left out:
| master | Yosys | routed |
|---|---|---|
| buf_4 | 0 | 10 |
| clkdlybuf4s50_1 | 0 | 19 |
| dlygate4sd2_1 | 0 | 2 |
| dlymetal6s2s_1 | 0 | 5 |
| nand2_1 | 2 | 2 |
| nand3_2 | 0 | 2 |
| nand4_1 | 2 | 2 |
| nor2_1 | 1 | 1 |
| nor4_2 | 2 | 2 |
| nor4_4 | 0 | 2 |
| o21ai_4 | 0 | 1 |
| or4_1 | 2 | 1 |
| or4_4 | 0 | 1 |
| xnor2_1 | 16 | 13 |
| xnor2_2 | 0 | 3 |
| xor2_1 | 4 | 4 |
repair_timing:
| item | CTS | global route |
|---|---|---|
| endpoints found under the setup margin | 4 | 3 |
| gates resized | 4 | 14 |
| pin swaps | 1 | 8 |
| buffers inserted | 0 | 2 |
| hold buffers | 0 | 0 |
area by class of cell:
| type | instances | area [um2] |
|---|---|---|
| Tap cell | 46 | 57.6 |
| Multi-Input combinational cell | 34 | 344 |
| Timing Repair Buffer | 36 | 345 |
| Fill cell | 373 | 2670 |
worst min-delay path, stage by stage:
cell and delay, ns:
clkdlybuf4s50_1 0.43, nand4_1 0.12, nor4_2 0.05, dlygate4sd2_1 0.23
where the power goes:
group / internal [mW] / switching (mW) / leakage [nW] / total (mW)
clock: 0 / 0 / 0 / 0
combinational: 0.0551 / 0.0379 / 0.298 / 0.0930
sequential: 0 / 0 / 0 / 0
Power is estimated from default activity; no workload was simulated.
